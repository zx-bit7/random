### run.sh
#!/bin/bash
# OpenROAD 26Q1-2900-gdf79404cd8, Yosys 0.63+post, stock flow scripts
make -C /OpenROAD-flow-scripts/flow DESIGN_CONFIG=/design/flow/config.mk WORK_HOME=/design/flow/orfs finish
### config.mk
export PLATFORM = sky130hd
export DESIGN_NAME = Random_Top
export DESIGN_NICKNAME = Random_Top
export VERILOG_FILES = /design/flow/design.v
export SDC_FILE = /design/flow/constraint.sdc
export NUM_CORES = 4
export LEC_CHECK = 1
export CORE_UTILIZATION = 40
### constraint.sdc
current_design Random_Top

set clk_period 2.8
set clk_io_pct 0.2

create_clock -name clk0 -period $clk_period [get_ports {i_Clk}]

set non_clock_inputs [all_inputs -no_clocks]
set_input_delay [expr $clk_period * $clk_io_pct] -clock clk0 $non_clock_inputs
set_output_delay [expr $clk_period * $clk_io_pct] -clock clk0 [all_outputs]
### design.v
module Binary_To_7Segment (
	input i_Clk,
	input [3:0] i_Binary_Num,
	output o_Segment_A,
	output o_Segment_B,
	output o_Segment_C,
	output o_Segment_D,
	output o_Segment_E,
	output o_Segment_F,
	output o_Segment_G);
	reg [6:0]	r_Hex_Encoding = 7'h00;
	always @(posedge i_Clk)
	begin
		case (i_Binary_Num)
			4'b0000:	r_Hex_Encoding <= 7'h7e;
			4'b0001:	r_Hex_Encoding <= 7'h30;
			4'b0010:	r_Hex_Encoding <= 7'h6d;
			4'b0011:	r_Hex_Encoding <= 7'h79;
			4'b0100:	r_Hex_Encoding <= 7'h33;
			4'b0101:	r_Hex_Encoding <= 7'h5b;
			4'b0110:	r_Hex_Encoding <= 7'h5f;
			4'b0111:	r_Hex_Encoding <= 7'h70;
			4'b1000:	r_Hex_Encoding <= 7'h7f;
			4'b1001:	r_Hex_Encoding <= 7'h7b;
			4'b1010:	r_Hex_Encoding <= 7'h77;
			4'b1011:	r_Hex_Encoding <= 7'h1f;
			4'b1100:	r_Hex_Encoding <= 7'h4e;
			4'b1101:	r_Hex_Encoding <= 7'h3d;
			4'b1110:	r_Hex_Encoding <= 7'h4f;
			4'b1111:	r_Hex_Encoding <= 7'h47;
		endcase
	end
	assign o_Segment_A = ~r_Hex_Encoding[6];
	assign o_Segment_B = ~r_Hex_Encoding[5];
	assign o_Segment_C = ~r_Hex_Encoding[4];
	assign o_Segment_D = ~r_Hex_Encoding[3];
	assign o_Segment_E = ~r_Hex_Encoding[2];
	assign o_Segment_F = ~r_Hex_Encoding[1];
	assign o_Segment_G = ~r_Hex_Encoding[0];
endmodule  
module Debounce_Switch (
	input i_Clk,
	input i_Switch,
	output o_Switch);
	parameter k_DEBOUNCE_LIMIT = 250000;		 
	reg r_State = 1'b0;
	reg [17:0] r_Count = 0;
	always @(posedge i_Clk) 
	begin
		if (i_Switch !== r_State && r_Count < k_DEBOUNCE_LIMIT)
		begin
			r_Count <= r_Count + 1;		 
		end
		else if (r_Count == k_DEBOUNCE_LIMIT)
		begin
			r_Count <= 0;
			r_State <= i_Switch;
		end
		else begin
			r_Count <= 0;
		end
	end
	assign o_Switch = r_State;
endmodule
module Random_Top (
	input i_Clk,
	input i_Switch_1,
	output o_Segment2_A,
	output o_Segment2_B,
	output o_Segment2_C,
	output o_Segment2_D,
	output o_Segment2_E,
	output o_Segment2_F,
	output o_Segment2_G,
	output o_Segment1_A,
	output o_Segment1_B,
	output o_Segment1_C,
	output o_Segment1_D,
	output o_Segment1_E,
	output o_Segment1_F,
	output o_Segment1_G,
	output o_LED_1,
	output o_LED_2,
	output o_LED_3,
	output o_LED_4
	);
	wire w_Switch_1;
	reg r_Switch_1 = 1'b0;
	reg [31:0] r_Value = 32'h42424242;
	reg [31:0] r_OutValue;
	reg r_led = 1'b0;
	reg r_led2 = 1'b0;
	Debounce_Switch debouncer1 (
		.i_Clk(i_Clk),
		.i_Switch(i_Switch_1),
		.o_Switch(w_Switch_1)
		);
	always @(*) begin
		if ((w_Switch_1 == 1'b1) && (r_Switch_1 == 1'b0)) begin
			r_OutValue = r_Value;
			r_OutValue = r_OutValue ^ (r_OutValue << 13);
			r_OutValue = r_OutValue ^ (r_OutValue >> 17);
			r_OutValue = r_OutValue ^ (r_OutValue << 5);
		end
		else begin
			r_OutValue = r_Value;			
		end
	end
	always @(posedge i_Clk) begin
		r_Switch_1 	<= w_Switch_1;
		r_Value <= r_OutValue;
	end
	Binary_To_7Segment converter1 (
		.i_Clk(i_Clk),
		.i_Binary_Num(r_Value[3:0]),
		.o_Segment_A(o_Segment2_A),
		.o_Segment_B(o_Segment2_B),
		.o_Segment_C(o_Segment2_C),
		.o_Segment_D(o_Segment2_D),
		.o_Segment_E(o_Segment2_E),
		.o_Segment_F(o_Segment2_F),
		.o_Segment_G(o_Segment2_G)
		);
	Binary_To_7Segment converter2 (
		.i_Clk(i_Clk),
		.i_Binary_Num(r_Value[7:4]),
		.o_Segment_A(o_Segment1_A),
		.o_Segment_B(o_Segment1_B),
		.o_Segment_C(o_Segment1_C),
		.o_Segment_D(o_Segment1_D),
		.o_Segment_E(o_Segment1_E),
		.o_Segment_F(o_Segment1_F),
		.o_Segment_G(o_Segment1_G)
		);
	assign o_LED_1 = r_led;
endmodule
==> results_slide.txt <==
Synthesis and Place & Route Summary

Timing
  • Pins Over Slew Limit: 0
  • Final Hold Viols: 0
  • Fmax: roughly 0.59 GHz
  • Rel. slew slack: a little over 50%
  • Setup tns final: 0 ns
  • RSZ-0062 raised after global routing: false
  • Fin crit period: 1.682 ns
  • Clock Skew: 0.008898 ns
  • Fin crit share: between 60% and 70%
  • Worst slew pin tran: between 0.7 and 0.8 ns
  • Final setup viols: 0
  • Final WS setup: 1.118 ns
  • Worst hold slack: 0.4439 ns

Placement
  • Placer Congestion: between 0.7 and 0.8
  • Hpwl dp: 3396 µm
  • Pre-CTS setup slack: 1.026 ns
  • Tally of buffers added on design ports: 15

Critical path
  • FF-to-FF Start: r_Value[7]$_DFFE_PP_
  • Crit. End Element: primary output
  • Worst-path cell chain: inv_1, clkdlybuf4s50_1
  • Slowest cell on the critical path: clkdlybuf4s50_1
  • Startpoint Class: flip-flop
  • Worst Path Required: 2.24 ns
  • Flop2flop setup slack: between 1 and 1.5 ns
  • Worst setup path class: reg -> out
  • FF-to-FF path depth: 3
  • CP max stage delay: 0.44 ns
  • Critical path arrival: 1.12 ns
  • Reg-to-reg critical path endpoint: r_Value[8]$_DFFE_PP_
  • Critical path peak fanout: 1

GRT
  • Vias in the first global route: 1,792
  • Largest net degree at the start of global routing: 33
  • Grt ovf: 0
  • Initial antenna violation count: 0
  • GRT Util Overall: between 10% and 20%
  • First-pass GRT wire length: 8438 µm

Die
  • I/O pins: 20
  • # rows: 32
  • Die width: 92.98 µm
  • Die height: 92.98 µm
  • Full die area: 0.008644 mm²
  • Pre-Place Util: between 40 and 50%
  • Core area: 0.007848 mm²

Detailed routing
  • Routed wire length: approximately 5000 µm
  • Via-to-Cell Ratio: 4.574
  • ANT cells: 0
  • Remaining antenna violation count after routing: 0
  • Vias: roughly 2.0k
  • Initial DRC Count: 37
  • Drt wl/cell: 11.61 µm
  • DR DRC count: 0
  • Pre-antenna DRT Iters: 4

Power and ir drop
  • Net Sw Frac: 19.96%
  • Peak supply drop: 0.2582 mV
  • Psw: 0.0003462 W
  • PwrDens: between 400 and 500 mW/mm²
  • Lkg Pwr: 1.391 nW
  • Clock power frac: 40.6%
  • Int Pwr: between 0.001 and 0.0015 W
  • Reg power frac: 58.4%
  • Gate power share: under 10%

Yosys
  • Post-synthesis sequential area ratio: 49.89%
  • Synthesized instance count: 301
  • Cell Area, Synth: 0.003311 mm²
  • #FFs+latches synth: between 60 and 70
  • Compound-Gate Fraction of Synth Area: 5.518%
  • EDFF count, synth: 33
  • Asr flop ratio synth: 0%
  • Area fraction in xor and xnor cells: 21.16%
  • Mux share: under 10%
  • Syn. warnings: 6
  • Most used flip-flop cell: edfxtp_1
  • Mapped Avg Cell Area: 11.00 µm²
  • Unique cell types: roughly 40
  • Main logic family: XOR/XNOR gates
  • Yosys Instances: ~300
  • Adder Share, Synth: 6.047%
  • Simple Share, Synth: between 10 and 15%
  • Yosys chip area: 0.003311 mm²

Layout
  • Fillers: 731
  • Post-Route Utilization: 47.37%
  • Fraction of final layout cells sized beyond drive strength 1: ~6.2%
  • Synth-to-Final Area Change: 12.28%

Clock network
  • Hold buffer count at CTS: 0
  • Post-cts gate resize count: 0
  • TritonCTS Buffers: 9
  • TritonCTS clock tree: built
  • Clk slew on worst S/H paths: 0.07 ns
  • Clk latency of the worst-skew pair: 0.34 ns
  • CTS H-tree depth: 3
  • Sink Count: 66
  • Clock root buffer master: clkbuf_8
  • Setup repair bufs after CTS: 0
  • Clk buf depth: 2

Hold path
  • Hold WC Path Type: reg -> reg
  • Hold_sp: debouncer1.r_State$_DFFE_PP_
  • Hold Crit Endpoint: r_Switch_1$_DFF_P_
  • Hold depth: 0

Job
  • Tool warnings: 38
  • Max-cap violations: 0

Status
  • Status: completed
state kept, by name, summed over array words and instances (netlist names):
name / cells
converter2.r_Hex_Encoding: 7
r_Value: 32
r_Switch_1: 1
converter1.r_Hex_Encoding: 7
debouncer1.r_Count: 18
debouncer1.r_State: 1
placed cells by master (no fill, tap or decap), drive strengths merged, types with 2 or more instances in the layout:
master,count
clkdlybuf4s50,15
xnor2,63
a21oi,9
nand4,7
nand2,9
clkinv,2
a2bb2oi,2
o21ai,3
nor4,5
dfxtp,33
clkbuf,14
inv,28
mux2i,2
and3,2
nor2b,4
a31oi,4
nor3,6
nor2,27
xor2,17
ha,16
a211oi,2
nand3,4
conb,4
edfxtp,33
power by group through the flow:
stage	combinational [W]	sequential (W)	clock, W
final	0.0000175	0.00101	0.000705
after global routing	0.0000208	0.00101	0.000770
after CTS	0.0000178	0.00101	0.000731
metrics by stage:
stage / instance area (µm²) / power [W] / instances
final: 3717 / 0.001735 / 427
after global routing: 3717 / 0.001804 / 427
after CTS: 3717 / 0.001761 / 427
after detailed placement: 3543 / 0.001052 / 411
after global placement: 3543 / 0.001051 / 411
after floorplan: 3322 / 0.001051 / 304
logic make-up after synthesis:
logic type | count (synthesis)
muxes | 3
AOI/OAI and AO/OA | 26
adders and majority gates | 16
xor gates and xnor gates | 80
and+or+nand+nor | 70
other | 1
DFF | 66
buffers and inverters | 39
cells in the mapped netlist (2+ instances only):
| cell type | instances | area share (%) |
|---|---|---|
| a211oi_1 | 2 | 0.45 |
| a21oi_1 | 9 | 1.4 |
| a2bb2oi_1 | 2 | 0.53 |
| a31oi_1 | 4 | 0.76 |
| and3_1 | 2 | 0.38 |
| buf_2 | 2 | 0.30 |
| buf_4 | 4 | 0.91 |
| clkbuf_1 | 3 | 0.34 |
| dfxtp_1 | 33 | 20 |
| edfxtp_1 | 33 | 30 |
| ha_1 | 16 | 6.0 |
| inv_1 | 28 | 3.2 |
| mux2i_1 | 2 | 0.60 |
| nand2_1 | 9 | 1.0 |
| nand3_1 | 4 | 0.60 |
| nand4_1 | 7 | 1.3 |
| nor2_1 | 27 | 3.1 |
| nor2b_1 | 4 | 0.76 |
| nor3_1 | 5 | 0.76 |
| nor4_1 | 5 | 0.94 |
| o21ai_0 | 3 | 0.45 |
| xnor2_1 | 63 | 17 |
| xor2_1 | 17 | 4.5 |
layout make-up:
| cell class | instances | area (µm²) | share of cell area (%) |
|---|---|---|---|
| clock buffer | 14 | 163.9 | 4.409 |
| clock inverter | 2 | 10.01 | 0.2693 |
| inverter | 28 | 105.1 | 2.827 |
| multi-input combinational | 199 | 1501 | 40.39 |
| sequential | 66 | 1652 | 44.43 |
| tap | 102 | 127.6 | 3.433 |
| timing repair buffer | 16 | 157.7 | 4.241 |
worst max path at each step:
stage,from,endpoint,slack (ns),cells after the start
4_1_cts,converter2.r_Hex_Encoding[4]$_DFF_P_,o_Segment1_C,1.10,2
5_1_grt,debouncer1.r_Count[14]$_SDFF_PN0_,debouncer1.r_Count[6]$_SDFF_PN0_,0.94,4
6_report,converter2.r_Hex_Encoding[4]$_DFF_P_,o_Segment1_C,1.12,2
metal layers:
| layer | global-route usage [%] | up-vias | routed length [µm] |
|---|---|---|---|
| li1 | - | 1036 | - |
| met4 | 2.051 | 0 | 101 |
| met5 | 0 | - | 0 |
| met1 | 21.02 | 882 | 2575 |
| met3 | 2.812 | 8 | 149 |
| met2 | 18.63 | 27 | 2132 |
worst max-delay path: cells and delay by family, from the launching register on:
| family | cells | cell delay (ns) |
|---|---|---|
| DFF | 1 | 0.30 |
| buffers and inverters | 2 | 0.48 |
Power is estimated from default activity; no workload was simulated.
